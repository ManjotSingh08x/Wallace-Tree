==> design.v <==
module carry_lookahead_4bit_block (
    input  logic [3:0] A,
    input  logic [3:0] B,
    input  logic       Cin,
    output logic [3:0] Sum,
    output logic       Block_G, 
    output logic       Block_P  
);
    logic [3:0] gen;
    logic [3:0] prop;
    logic [3:0] c;
    assign prop[0] = A[0] ^ B[0];
    assign gen[0] = A[0] & B[0];
    assign prop[1] = A[1] ^ B[1];
    assign gen[1] = A[1] & B[1];
    assign prop[2] = A[2] ^ B[2];
    assign gen[2] = A[2] & B[2];
    assign prop[3] = A[3] ^ B[3];
    assign gen[3] = A[3] & B[3];
    assign c[0] = Cin;
    assign c[1] = gen[0] | (prop[0] & c[0]);
    assign c[2] = gen[1] | (prop[1] & gen[0]) | (prop[1] & prop[0] & c[0]);
    assign c[3] = gen[2] | (prop[2] & gen[1]) | (prop[2] & prop[1] & gen[0]) | 
                (prop[2] & prop[1] & prop[0] & c[0]);
    logic c4;
    assign c4 = gen[3] | (prop[3] & gen[2]) | (prop[3] & prop[2] & gen[1]) | 
                (prop[3] & prop[2] & prop[1] & gen[0]) | (prop[3] & prop[2] & prop[1] & prop[0] & c[0]);
    assign Sum[0] = prop[0] ^ c[0];
    assign Sum[1] = prop[1] ^ c[1];
    assign Sum[2] = prop[2] ^ c[2];
    assign Sum[3] = prop[3] ^ c[3];
    assign Block_G = gen[3] | (prop[3] & gen[2]) | (prop[3] & prop[2] & gen[1]) | 
                (prop[3] & prop[2] & prop[1] & gen[0]);
    assign Block_P = prop[3] & prop[2] & prop[1] & prop[0];
endmodule
module carry_lookahead_4block_lcu (
    input  logic [3:0] gen_in,   
    input  logic [3:0] prop_in,   
    input  logic       carry_in,   
    output logic [3:0] carry_out,   
    output logic       Super_G, 
    output logic       Super_P  
);
    assign carry_out[0] = carry_in;
    assign carry_out[1] = gen_in[0] | (prop_in[0] & carry_in);
    assign carry_out[2] = gen_in[1] | (prop_in[1] & gen_in[0]) | 
                      (prop_in[1] & prop_in[0] & carry_in);
    assign carry_out[3] = gen_in[2] | (prop_in[2] & gen_in[1]) |
                      (prop_in[2] & prop_in[1] & gen_in[0]) |
                      (prop_in[2] & prop_in[1] & prop_in[0] & carry_in);
    assign Super_G = gen_in[3] | (prop_in[3] & gen_in[2]) |
                     (prop_in[3] & prop_in[2] & gen_in[1]) |
                     (prop_in[3] & prop_in[2] & prop_in[1] & gen_in[0]);
    assign Super_P = prop_in[3] & prop_in[2] & prop_in[1] & prop_in[0];
endmodule
module carry_lookahead_adder_32 (
    input  logic [31:0] A,
    input  logic [31:0] B,
    input  logic        Cin,
    output logic [31:0] Sum,
    output logic        Cout
);
    logic [3:0] level1_g;
    logic [3:0] level1_p;
    logic [3:0] level2_cin;
    logic [1:0] level2_super_g;
    logic [1:0] level2_super_p;
    logic c_into_lcu1;
    assign c_into_lcu1 = level2_super_g[0] | (level2_super_p[0] & Cin);
    assign Cout = level2_super_g[1] | (level2_super_p[1] & c_into_lcu1);
    carry_lookahead_4block_lcu lcu_0 (
        .gen_in(level1_g[3:0]),
        .prop_in(level1_p[3:0]),
        .carry_in(Cin),
        .carry_out(level2_cin[3:0]),     
        .Super_G(level2_super_g[0]),
        .Super_P(level2_super_p[0])
    );
    carry_lookahead_4block_lcu lcu_1 (
        .gen_in(level1_g[7:4]),
        .prop_in(level1_p[7:4]),
        .carry_in(carry_into_lcu1),
        .carry_out(level2_cin[7:4]),     
        .Super_G(level2_super_g[1]),
        .Super_P(level2_super_p[1])
    );
    genvar i;
    generate
        for (i = 0; i < 4; i++) begin : carry_lookahead_blocks
            localparam int base = i * 4;
            carry_lookahead_4bit_block block_inst (
                .A(A[base+3:base]),
                .B(B[base+3:base]),
                .Cin(level2_cin[i]),
                .Sum(Sum[base+3:base]),
                .Block_G(level1_g[i]),
                .Block_P(level1_p[i])
            );
        end
    endgenerate
endmodule
==> run.sh <==
#!/bin/bash
# OpenROAD 26Q1-2900-gdf79404cd8, Yosys 0.63+post, stock flow scripts
make -C /OpenROAD-flow-scripts/flow DESIGN_CONFIG=/design/flow/config.mk WORK_HOME=/design/flow/orfs finish
==> config.mk <==
export PLATFORM = sky130hd
export DESIGN_NAME = carry_lookahead_adder_32
export DESIGN_NICKNAME = carry_lookahead_adder_32
export VERILOG_FILES = /design/flow/design.v
export SDC_FILE = /design/flow/constraint.sdc
export NUM_CORES = 4
export LEC_CHECK = 1
export CORE_AREA = 10 10 70 70
export DIE_AREA = 0 0 80 80
export SYNTH_HDL_FRONTEND = slang
==> constraint.sdc <==
current_design carry_lookahead_adder_32

set clk_period 13.7
set clk_io_pct 0.2

create_clock -name clk0 -period $clk_period

set non_clock_inputs [all_inputs -no_clocks]
set_input_delay [expr $clk_period * $clk_io_pct] -clock clk0 $non_clock_inputs
set_output_delay [expr $clk_period * $clk_io_pct] -clock clk0 [all_outputs]
==> metrics.yaml <==
synthesis:
  syn-instance-count: 113
  synth_cell_types: 33
  yosys_area_um2: 878
  avgSynthCellArea_um2: 7.77
  synthTopCellsByArea: "ha_1 (21%), buf_4 (15%), fa_1 (9.1%), xor2_1 (7.0%), inv_1 (5.6%)"
  yosysWarnings: 16
  largest_area_cell: "ha_1"
  ys_cells: 113
  syn-cell-area_um2: 878
  synth_top_area_share: 0.214
  yosysSeqAreaShare: 0
global_routing:
  grt_pass1_wl_um: 3840
  grt_use_met2: 0.114
  grt-busiest-layer: "met2"
  grt_start_max_net_pins: 7
  grt_pass1_vias: 886
  use_met1: 0.0946
  gr-total-overflow: 0
  grt_usage: 0.0695
  grt_util_met3: 0.0182
  antenna_found_initial: 0
drt:
  avgRoutedWirePerCell_um: 11.2
  drt-initial-drc-count: 30
  drt_first_pass_iters: 4
  drtAntennaViolNets: 0
  vias: 848
  drc_errors: 0
  vias_per_cell: 4.10
  drt-total-wl_um: 2320
  n_antenna_cell: 0
place:
  pre_cts_ws_ns: 5.58
  dp_hpwl_um: 2190
  gpl.final_weighted_congestion: 0.836
  dp.cells: 207
  port-buffer-count: 49
sta:
  fin_ws_ns: 5.58
  maxSlewViolCount: 0
  hold_ws_ns: 6.57
  rsz0062_at_grt: "no"
  fin_tns_setup_ns: 0
  finalCritPeriodShare: 0.592
  setup_viol: 0
  fin_crit_ns: 8.12
  hold_viol: 0
  fmax_mhz: 123
power:
  cellPowerDensity_mw_per_mm2: 43.9
  switching_share: 0.355
  p_sw_uw: 21.2
  pwr-share-seq: 0
  vdd_drop_max_mv: 0.0179
  comb_power_share: 1.000
  power_frac_clock: 0
  internal_power_uw: 38.5
  p_leak_nw: 0.602
final_layout:
  layout-drive-gt1-share: 0.0559
  stdcell_count: 207
  fillers: 355
  areaGrowthSynthToFinish_pct: 54.7
  mostFrequentLayoutCells: "clkdlybuf4s50_1 (49), conb_1 (17), ha_1 (15), inv_1 (13)"
  regArea_um2: 0
  seq_cell_count: 0
  lay_top_count: "clkdlybuf4s50_1"
  nClkBuffers: 0
setup_path:
  worst_setup_path_start_kind: "input pin"
  slowest_delay_ns: 0.46
  crit_path_frequent_cell: "clkdlybuf4s50_1"
  path_buffers: 3
  worstPathCellList: "clkdlybuf4s50_1, ha_1, a211oi_2, o21ai_0, o211ai_1, a21oi_1, a211oi_1, fa_1, inv_1, clkdlybuf4s50_1"
  critPathTopFamily: "buffers and inverters"
  crit_arrival_ns: 5.38
  crit_path_end_kind: "primary output"
  slowest_stage: "fa_1"
  cp.required_ns: 10.96
  worstSetupPathType: "in2out"
  critical_path.max_fanout: 4
clock_tree:
  cts_resized: 0
  cts_hold_buf: 0
  cts_post_setup_buffers_inserted: 0
hold_path:
  min_path_type: "in2out"
status:
  outcome: "complete, no violations"
floorplanning:
  std_cell_rows: 21
  die_area_mm2: 0.00640
  coreArea_mm2: 0.00342
  fp_util: 0.257
  num_io_pins: 98
  die_h_um: 80
  die_w_um: 80
run:
  warning_count: 64
  max_cap_violations: 0
## cell type report
cell class         count  area [µm²]  share of cell area
well taps             46        57.6              0.0424
repair buffers        49         490               0.361
inverters             13        48.8              0.0359
multi-input cells     99         762               0.561
## through the flow
stage	total power [mW]	util	instance area [µm²]
after floorplan	0.0292	-	938
after detailed placement	0.0611	0.398	1360
final	0.0597	0.398	1360
after CTS	0.0616	0.398	1360
after global placement	0.0613	0.398	1360
after global routing	0.0672	0.398	1360
## synth_stat cells (all sizes together)
master  number
a22oi        1
o21bai       2
fa           4
nand4        2
o21a         1
buf         17
nand2        5
a211oi       4
a31oi        2
o21ai        9
nor3         3
conb         1
and4         1
ha          15
o211ai       2
or3          1
nand3        2
a21o         1
nand3b       1
xnor2        5
a21oi        8
inv         13
xor2         7
and3         1
nor2         5
## layer usage
metal	routed length [µm]	share of wire
met3	198	0.085
met2	1110	0.48
met5	0	0
met1	1010	0.44
met4	0	0
## power by group through the flow
stage | Clock [mW] | Sequential (mW) | Combinational [mW]
finish | 0 | 0 | 0.0597
global route | 0 | 0 | 0.0672
CTS | 0 | 0 | 0.0616
## logic make-up after synthesis
| kind of cell | share of synthesized area |
|---|---|
| compound gates | 0.235 |
| buf+inv | 0.201 |
| simple gates | 0.135 |
| fa+ha+maj | 0.305 |
| xor+xnor | 0.120 |
| other cells | 0.00427 |
## worst paths after layout
kind | start | to | cells after the start | slack, ns
hold / removal | B[0] | Sum[0] | 5 | 6.57
setup / recovery | A[5] | Sum[12] | 10 | 5.58
Power is estimated from default activity; no workload was simulated.
