==> /design/flow/design.v <==
module han_carlson_adder_32 (
    input  logic [31:0] A,
    input  logic [31:0] B,
    input  logic        Cin,
    output logic [31:0] Sum,
    output logic        Cout
);
    logic [32-1:0] gen_pre;
    logic [32-1:0] prop_pre;
    genvar i;
    generate
        for (i = 0; i < 32; i++) begin
            assign gen_pre[i] = A[i] & B[i];
            assign prop_pre[i] = A[i] ^ B[i];
        end
    endgenerate
    logic [16-1:0] gen_block [0:4];
    logic [16-1:0] prop_block [0:4];
    genvar k, s;
    generate
        for (k = 0; k < 16; k++) begin
            assign gen_block[0][k] = gen_pre[2*k + 1] | (prop_pre[2*k + 1] & gen_pre[2*k]);
            assign prop_block[0][k] = prop_pre[2*k + 1] & prop_pre[2*k];
        end
    endgenerate
    generate
        for (s = 1; s <= 4; s++) begin : prefix_stages
            localparam int DIST = 1 << (s - 1); 
            for (k = 0; k < 16; k++) begin : prefix_bits
                if (k >= DIST) begin
                    assign gen_block[s][k] = gen_block[s-1][k] | (prop_block[s-1][k] & gen_block[s-1][k-DIST]);
                    assign prop_block[s][k] = prop_block[s-1][k] & prop_block[s-1][k-DIST];
                end else begin
                    assign gen_block[s][k] = gen_block[s-1][k];
                    assign prop_block[s][k] = prop_block[s-1][k];
                end
            end
        end
    endgenerate
    logic [32:0] C; 
    assign C[0] = Cin;
    generate
        for (k = 0; k < 16; k++) begin
            assign C[2*k] = (k == 0) ? Cin : (gen_block[4][k-1] | (prop_block[4][k-1] & Cin));
            assign Sum[2*k] = prop_pre[2*k] ^ C[2*k];
            assign C[2*k + 1] = gen_pre[2*k] | (prop_pre[2*k] & C[2*k]);
            assign Sum[2*k + 1] = prop_pre[2*k + 1] ^ C[2*k + 1];
        end
    endgenerate
    assign Cout = gen_block[4][16-1] | (prop_block[4][16-1] & Cin);
endmodule
==> /design/flow/run.sh <==
#!/bin/bash
# OpenROAD 26Q1-2900-gdf79404cd8, Yosys 0.63+post, stock flow scripts
make -C /OpenROAD-flow-scripts/flow DESIGN_CONFIG=/design/flow/config.mk WORK_HOME=/design/flow/orfs finish
==> /design/flow/config.mk <==
export PLATFORM = sky130hd
export DESIGN_NAME = han_carlson_adder_32
export DESIGN_NICKNAME = han_carlson_adder_32
export VERILOG_FILES = /design/flow/design.v
export SDC_FILE = /design/flow/constraint.sdc
export NUM_CORES = 4
export LEC_CHECK = 1
export CORE_AREA = 10 10 106 106
export DIE_AREA = 0 0 116 116
==> /design/flow/constraint.sdc <==
current_design han_carlson_adder_32

set clk_period 8.9
set clk_io_pct 0.2

create_clock -name clk0 -period $clk_period

set non_clock_inputs [all_inputs -no_clocks]
set_input_delay [expr $clk_period * $clk_io_pct] -clock clk0 $non_clock_inputs
set_output_delay [expr $clk_period * $clk_io_pct] -clock clk0 [all_outputs]
==> run notes <==
run results: status complete, no violations, initial antenna violation count 0, vias in the first global route 1696, Pint 0.117 mW, via/cell ratio 4.16, Total GRT Usage 0.0731, share of post-route cells with drive strength above 1 0.0295, Tmin final approximately 6.9 ns, P per Cell Area 70.4 mW/mm^2, Commonest Layout Cell clkdlybuf4s50_1, Worst Path Max Fanout 3, Adder Area Share 0.494, Switching Fraction 0.354, total gr overflow 0, ao+oa area frac 0.238, Top delay family on crit path AND-OR/OR-AND gates, Simple-Gate Fraction of Synth Area 0.116, Ys Warns 3, crit path capture type output port, Post-CTS Setup Inserts 0, initial DRC count 48, n_diodes 0, Max-slew headroom 0.775, first-pass GRT wire length 8.10 mm, area of the mapped netlist between 0.001 and 0.0015 sq mm, final setup violating endpoints 0, Worst Hold Path EP Sum[6], Final WS setup 2.01 ns, chip area roughly 0.013 sq mm, number of hold buffers added after CTS 0, die width around 120 um, Initial DRT Pass Iterations 4, peak supply drop approximately 0.026 mV, synthesis area per yosys 0.00146 sq mm, setup tns final 0 ns, WL final between 5 and 6 mm, Post-synth mux share 0, Avg Inst Size Synth ~8.4 sq um, FP Rows 34, chip height 116 um, Flops 0, clock buffer count 0, # port buffers slightly below 100, CP max-delay cell a2111o_1, largest net degree at the start of global routing 6, fp_density 0.165, Tot Pwr 0.181 mW, Largest logic family adder cells, Worst path max stage delay about 0.5 ns, WS Path Type input port to output port, Post-DRT Antenna Nets 0, DR WL/cell 13.4 um, Worst Path Buf+Inv 2, max-cap violations 0, tool warnings 32, FMAX 0.145 GHz, Synth area leader ha_1, Seq share, synth 0, crit path cell chain clkdlybuf4s50_1 -> ha_1 -> a21o_1 -> a21oi_2 -> a21oi_2 -> a2111o_1 -> a31o_2 -> a211o_1 -> fa_1 -> xor2_1 -> clkdlybuf4s50_1, startpoint types input port, Yosys Instances 173, static leakage 1.16 nW, routed vias ~1.6k, Seq. cell area 0 sq um, Post-Syn Instances 173, sequential share of power 0, Final period util 0.774, final core utilization 0.291, Synth cell types 32, dpl ws 2.03 ns, I/O Pins ~98, Tightest Hold Check Type input port to output port, Slew Viols, Final 0, post-synth top area share 0.274, CP Data Required Time a little over 7 ns, DRC violations left 0, Clock power frac 0, Hold Crit Start B[6], biggest area cells ha_1 27%, fa_1 22%, xor2_1 6.6%, inv_1 5.7%, a21oi_1 4.5%, area grow syn2layout 76.4%, Routability Congestion 0.796, most instantiated logic cells after routing 98 x clkdlybuf4s50_1, 32 x ha_1, 22 x inv_1, core area 0.00885 sq mm, hpwl dp 4.83 mm, arrival time at the worst endpoint 5.11 ns, XOR Share, Synth 0.0960, Hold Path Depth 5, post-CTS sizing 0, RSZ-0062 raised after global routing no, Worst-Margin Slew 0.335 ns, Sw Pwr 0.0642 mW, Comb power frac 1.000, Final Hold Violation Tally 0
power groups by stage:
stage / sequential (mW) / combinational [mW] / clock, mW
4_1_cts: 0 / 0.187 / 0
5_1_grt: 0 / 0.206 / 0
6_report: 0 / 0.181 / 0
routing by layer:
| layer | part of all wire | global-route usage |
|---|---|---|
| met1 | 0.46 | 0.0964 |
| met3 | 0.11 | 0.0272 |
| met5 | 0 | 0 |
| met4 | 0 | 0 |
| met2 | 0.44 | 0.120 |
Yosys cell counts:
master,instances
nand3_1,1
a31o_2,1
inv_1,22
a2111o_1,1
and3_1,1
o21ai_0,8
a21oi_1,13
a221oi_1,1
ha_1,32
a31oi_1,1
o21ba_2,1
xnor2_1,5
fa_1,16
and2b_2,1
or2_2,1
nand4_1,4
a41oi_2,1
nand2_1,13
o31ai_1,1
o21bai_1,3
and2_1,1
o21ai_1,2
o21a_1,1
a21o_1,8
nor3_1,3
xor2_1,11
a211o_2,1
nand2b_1,1
nor2_1,11
a221o_1,2
a211o_1,3
a21oi_2,2
layout make-up:
cell class / count / area [sq um]
Timing Repair Buffer: 98 / 981
Inverter: 22 / 82.6
Tap cell: 108 / 135
Multi-Input combinational cell: 151 / 1380
Fill cell: 931 / 6270
logic make-up (layout without fill, tap and decap cells):
family / Yosys count / after routing
AOI/OAI and AO/OA: 50 / 50
adders and majority gates: 48 / 48
and+or+nand+nor: 37 / 37
buffers and inverters: 22 / 120
xor gates and xnor gates: 16 / 16
per-stage QoR:
step / std cells / area, sq um / hold WS [ns]
finish: 379 / 2580 / 4.65
global route: 379 / 2580 / 4.69
CTS: 379 / 2580 / 4.66
detailed placement: 379 / 2580 / 4.66
global placement: 379 / 2580 / 4.66
floorplan: 173 / 1460 / 3.67
worst max path at each step:
stage	start	endpoint	slack, ns	cells past startpoint
CTS	A[2]	Sum[29]	2.00	11
global route	A[2]	Sum[29]	1.87	11
finish	A[2]	Sum[29]	2.01	11
Power figures rest on the tool's default switching activity, not on a simulated workload.
