==> design.v <==
module full_a (
    input  logic a, b, cin,
    output logic sum, carry
);
    assign sum   = a ^ b ^ cin;
    assign carry = (a & b) | (b & cin) | (cin & a);
endmodule
module ripple_carry_adder_32 (
    input  logic [31:0] A,
    input  logic [31:0] B,
    input  logic             Cin,
    output logic [31:0] Sum,
    output logic             Cout
);
    logic [32:0] C;
    assign C[0] = Cin;
    genvar i;
    generate
        for (i = 0; i < 32; i++) begin : fa_chain_n
            full_a fa_inst (
                .a(A[i]),
                .b(B[i]),
                .cin(C[i]),
                .sum(Sum[i]),
                .carry(C[i+1])
            );
        end
    endgenerate
    assign Cout = C[32];
endmodule
==> run.sh <==
#!/bin/bash
# OpenROAD 26Q1-2900-gdf79404cd8, Yosys 0.63+post, stock flow scripts
make -C /OpenROAD-flow-scripts/flow DESIGN_CONFIG=/design/flow/config.mk WORK_HOME=/design/flow/orfs finish
==> config.mk <==
export PLATFORM = sky130hd
export DESIGN_NAME = ripple_carry_adder_32
export DESIGN_NICKNAME = ripple_carry_adder_32
export VERILOG_FILES = /design/flow/design.v
export SDC_FILE = /design/flow/constraint.sdc
export NUM_CORES = 4
export LEC_CHECK = 1
export CORE_AREA = 10 10 114 114
export DIE_AREA = 0 0 124 124
==> constraint.sdc <==
current_design ripple_carry_adder_32

set clk_period 11.1
set clk_io_pct 0.2

create_clock -name clk0 -period $clk_period

set non_clock_inputs [all_inputs -no_clocks]
set_input_delay [expr $clk_period * $clk_io_pct] -clock clk0 $non_clock_inputs
set_output_delay [expr $clk_period * $clk_io_pct] -clock clk0 [all_outputs]
==> impl_metrics.prom <==
# HELP chip_impl_metric Synthesis and place-and-route metrics
# TYPE chip_impl_metric gauge
chip_impl_metric{name="final.setup.worst_slack",unit="ps"} -4851
chip_impl_metric{name="seq_area",unit="um2"} 0
chip_impl_metric{name="wirelength",unit="um"} 3428
chip_impl_metric{name="timing.critical_path.arrival",unit="ps"} 13730
chip_impl_metric{name="synth_top_area_share",unit=""} 0.6975
chip_impl_metric{name="firstDrtPassIters",unit=""} 2
chip_impl_metric{name="residual_drc_count",unit=""} 0
chip_impl_metric{name="irDropWorstVdd",unit="V"} 0.00001496
chip_impl_metric{name="antenna_violating_nets_post_route",unit=""} 0
chip_impl_info{name="critical_path.startpoint",value="A[0]"} 1
chip_impl_metric{name="core_area",unit="um2"} 10420
chip_impl_metric{name="finalCritPeriodShare",unit=""} 1.437
chip_impl_metric{name="die-width",unit="um"} 124
chip_impl_metric{name="port_buffer_cells",unit=""} 98
chip_impl_metric{name="netlist_instances",unit=""} 74
chip_impl_metric{name="power.density",unit="nW/um2"} 48.89
chip_impl_metric{name="worst-endpoint-required",unit="ps"} 8880
chip_impl_info{name="crit_path_start_kind",value="input port"} 1
chip_impl_info{name="cell_with_the_largest_stage_delay_on_the_worst_path",value="sky130_fd_sc_hd__fa_1"} 1
chip_impl_metric{name="yosysCellCount",unit=""} 74
chip_impl_metric{name="routed_vias_inst",unit=""} 2.699
chip_impl_metric{name="final_cell_area",unit="um2"} 1856
chip_impl_metric{name="detailedRoute.firstIterationViolations",unit=""} 4
chip_impl_info{name="post_synth_main_area_contributors",value="sky130_fd_sc_hd__fa_1 70%, sky130_fd_sc_hd__buf_4 26%, sky130_fd_sc_hd__inv_1 4.1%"} 1
chip_impl_metric{name="layoutNonFillerInstCount",unit=""} 276
chip_impl_info{name="crit_type",value="input port to primary output"} 1
chip_impl_info{name="violations_in_the_final_reports",value="negative setup slack"} 1
chip_impl_metric{name="timing_hold_violations_final",unit=""} 0
chip_impl_info{name="endpoint_kind",value="primary output"} 1
chip_impl_metric{name="yosysWarnings",unit=""} 0
chip_impl_metric{name="dpl-instance-area",unit="um2"} 1924
chip_impl_metric{name="fp_util",unit=""} 0.08817
chip_impl_metric{name="syn_area",unit="um2"} 918.4
chip_impl_metric{name="floorplan.io_pins",unit=""} 98
chip_impl_metric{name="relSlewSlack",unit=""} 0.9097
chip_impl_metric{name="row_count",unit=""} 37
chip_impl_metric{name="leakage",unit="nW"} 0.6640
chip_impl_metric{name="die_height",unit="um"} 124
chip_impl_metric{name="via_count_of_the_first_global_routing_pass",unit=""} 886
chip_impl_metric{name="crit_fanout",unit=""} 1
chip_impl_info{name="synth.largest_area_cell",value="sky130_fd_sc_hd__fa_1"} 1
chip_impl_info{name="critical_path.endpoint",value="Sum[31]"} 1
chip_impl_metric{name="slowest_delay",unit="ps"} 390
chip_impl_metric{name="timing_max_transition_violations_final",unit=""} 0
chip_impl_metric{name="dp_slack",unit="ps"} -5788
chip_impl_metric{name="post_dr_wirelength_cell",unit="um"} 12.42
chip_impl_metric{name="warnings",unit=""} 35
chip_impl_metric{name="synth.yosys.chip_area",unit="um2"} 918.4
chip_impl_metric{name="synth-seq-area-share",unit=""} 0
chip_impl_metric{name="final_period_minus_worst_setup_slack",unit="ps"} 15950
chip_impl_metric{name="detailroute.via_count",unit=""} 745
chip_impl_metric{name="synth_cell_type_count",unit=""} 3
chip_impl_metric{name="tns",unit="ps"} -40640
chip_impl_info{name="synth.cells.most_frequent",value="32 x sky130_fd_sc_hd__buf_4, 32 x sky130_fd_sc_hd__fa_1, 10 x sky130_fd_sc_hd__inv_1"} 1
chip_impl_metric{name="layout.sequential_cells",unit=""} 0
chip_impl_metric{name="antenna-diode-count",unit=""} 0
chip_impl_metric{name="drv.max_cap_violation_count",unit=""} 0
chip_impl_metric{name="n_clock_buffer",unit=""} 0
chip_impl_metric{name="dp_hpwl",unit="um"} 3406
chip_impl_metric{name="timing.fmax",unit="MHz"} 62.69
chip_impl_metric{name="areaGrowthSynthToFinish",unit="%"} 102.0
chip_impl_metric{name="place.detailed.instances",unit=""} 276
chip_impl_metric{name="grt_max_degree",unit=""} 2
chip_impl_metric{name="routabilityCongestion",unit=""} 0.8356
chip_impl_metric{name="worst_slew_pin_slew",unit="ps"} 135.0
chip_impl_info{name="status",value="finished, violations left"} 1
chip_impl_metric{name="global_route.usage.total",unit=""} 0.04150
chip_impl_metric{name="grt_pass1_wl",unit="um"} 4857
chip_impl_metric{name="chipArea",unit="um2"} 15380
chip_impl_metric{name="fraction_of_layout_cells_with_a_size_suffix_above_1",unit=""} 0.3857
chip_impl_metric{name="synth.avg_cell_area",unit="um2"} 12.41
chip_impl_metric{name="grt_overflow_total",unit=""} 0
chip_impl_metric{name="final-setup-viol-count",unit=""} 15
chip_impl_info{name="hold_path.class",value="input port to primary output"} 1
chip_impl_info{name="rsz0062_at_grt",value="yes"} 1
chip_impl_info{name="path_common_cell",value="sky130_fd_sc_hd__fa_2"} 1
chip_impl_metric{name="antenna_violations_before_repair",unit=""} 0
## cell type report
class	count	area, um2
fill	1154	8561
timing repair buffer	98	912.1
multi-input combinational	32	718.2
tap	136	170.2
inverter	10	55.05
## worst min path at each step
stage	depth (start not counted)	startpoint	slack (ps)	to
final	5	B[31]	5190	Sum[31]
after global routing	3	B[26]	5230	Sum[26]
after CTS	5	B[31]	5200	Sum[31]
## report_power, final
group	switching (W)	total, W	internal [W]
registers	0	0	0
clock network	0	0	0
logic	0.0000277	0.0000907	0.0000630
## logic make-up after synthesis
kind of cell  count (synthesis)  synth area share
fa+ha+maj                    32            0.6975
buf+inv                      42            0.3025
## cells in the final DEF, fill, tap and decap left out, drive strengths merged
cell / netlist / routed
clkdlybuf4s50: 0 / 76
fa: 32 / 32
inv: 10 / 10
buf: 32 / 18
dlymetal6s2s: 0 / 1
dlygate4sd2: 0 / 3
## what timing repair did
action,CTS,global route
buffers inserted,0,0
setup endpoints to repair,18,16
hold endpoints to repair,0,0
hold buffers,0,0
pin swaps,0,0
resized,69,2
## worst max-delay path, delay by kind of cell
family / cells / cell delay (ps)
buffers and inverters: 6 / 400
adders and majority gates: 32 / 11100
## layer usage
| metal | wire (um) | global-route usage | up-vias | part of all wire |
|---|---|---|---|---|
| met2 | 1190 | 0.05894 | 97 | 0.35 |
| li1 | - | - | 312 | - |
| met3 | 946 | 0.03535 | 0 | 0.28 |
| met5 | 0 | 0 | - | 0 |
| met4 | 0 | 0 | 0 | 0 |
| met1 | 1291 | 0.05037 | 336 | 0.38 |
## metrics by stage
step | hold WS [ps] | power (W) | util
4_1_cts | 5202 | 0.00009486 | 0.1773
3_3_place_gp | 5508 | 0.0001063 | 0.1847
6_report | 5195 | 0.00009071 | 0.1781
5_1_grt | 5234 | 0.0001039 | 0.1781
3_5_place_dp | 5498 | 0.0001074 | 0.1847
2_1_floorplan | 4667 | 0.00005100 | -
Power figures rest on the tool's default switching activity, not on a simulated workload.
