===== /design/flow/design.v =====
module brent_kung_adder_32 (
    input  logic [31:0] A,
    input  logic [31:0] B,
    input  logic        Cin,
    output logic [31:0] Sum,
    output logic        Cout
);
    logic [31:0] prop, gen;
    assign prop = A ^ B;
    assign gen = A & B;
    logic [31:0] gen_pre, prop_pre;
    always_comb begin
        logic [31:0] gen_up1, prop_up1; 
        logic [31:0] gen_up2, prop_up2; 
        logic [31:0] gen_up3, prop_up3; 
        logic [31:0] gen_up4, prop_up4; 
        logic [31:0] gen_up5, prop_up5; 
        for (int i = 1; i < 32; i += 2) begin  
            gen_up1[i] = gen[i] | (prop[i] & gen[i-1]);
            prop_up1[i] = prop[i] & prop[i-1];
        end
        for (int i = 3; i < 32; i += 4) begin  
            gen_up2[i] = gen_up1[i] | (prop_up1[i] & gen_up1[i-2]);
            prop_up2[i] = prop_up1[i] & prop_up1[i-2];
        end
        for (int i = 7; i < 32; i += 8) begin  
            gen_up3[i] = gen_up2[i] | (prop_up2[i] & gen_up2[i-4]);
            prop_up3[i] = prop_up2[i] & prop_up2[i-4];
        end
        for (int i = 15; i < 32; i += 16) begin  
            gen_up4[i] = gen_up3[i] | (prop_up3[i] & gen_up3[i-8]);
            prop_up4[i] = prop_up3[i] & prop_up3[i-8];
        end
        gen_up5[31] = gen_up4[31] | (prop_up4[31] & gen_up4[15]);
        prop_up5[31] = prop_up4[31] & prop_up4[15];
        gen_pre = '0;
        prop_pre = '0;
        gen_pre[0] = gen[0];
        prop_pre[0] = prop[0];
        gen_pre[1] = gen_up1[1];  prop_pre[1] = prop_up1[1];
        gen_pre[3] = gen_up2[3];  prop_pre[3] = prop_up2[3];
        gen_pre[5] = gen_up1[5] | (prop_up1[5] & gen_pre[3]);
        prop_pre[5] = prop_up1[5] & prop_pre[3];
        gen_pre[7] = gen_up3[7];  prop_pre[7] = prop_up3[7];
        gen_pre[9] = gen_up1[9] | (prop_up1[9] & gen_pre[7]);
        prop_pre[9] = prop_up1[9] & prop_pre[7];
        gen_pre[11] = gen_up2[11] | (prop_up2[11] & gen_pre[7]);
        prop_pre[11] = prop_up2[11] & prop_pre[7];
        gen_pre[13] = gen_up1[13] | (prop_up1[13] & gen_pre[11]);
        prop_pre[13] = prop_up1[13] & prop_pre[11];
        gen_pre[15] = gen_up4[15]; prop_pre[15] = prop_up4[15];
        gen_pre[17] = gen_up1[17] | (prop_up1[17] & gen_pre[15]);
        prop_pre[17] = prop_up1[17] & prop_pre[15];
        gen_pre[19] = gen_up2[19] | (prop_up2[19] & gen_pre[15]);
        prop_pre[19] = prop_up2[19] & prop_pre[15];
        gen_pre[21] = gen_up1[21] | (prop_up1[21] & gen_pre[19]);
        prop_pre[21] = prop_up1[21] & prop_pre[19];
        gen_pre[23] = gen_up3[23] | (prop_up3[23] & gen_pre[15]);
        prop_pre[23] = prop_up3[23] & prop_pre[15];
        gen_pre[25] = gen_up1[25] | (prop_up1[25] & gen_pre[23]);
        prop_pre[25] = prop_up1[25] & prop_pre[23];
        gen_pre[27] = gen_up2[27] | (prop_up2[27] & gen_pre[23]);
        prop_pre[27] = prop_up2[27] & prop_pre[23];
        gen_pre[29] = gen_up1[29] | (prop_up1[29] & gen_pre[27]);
        prop_pre[29] = prop_up1[29] & prop_pre[27];
        gen_pre[31] = gen_up5[31]; prop_pre[31] = prop_up5[31];
        for (int i = 2; i < 32; i += 2) begin
            gen_pre[i] = gen[i] | (prop[i] & gen_pre[i-1]);
            prop_pre[i] = prop[i] & prop_pre[i-1];
        end
    end
    logic [31:0] c;
    assign c[0] = Cin;
    generate
        genvar j;
        for (j = 1; j < 32; j++) begin : CARRY_GEN
            assign c[j] = gen_pre[j-1] | (prop_pre[j-1] & Cin);
        end
    endgenerate
    assign Sum = prop ^ c;
    assign Cout = gen_pre[31] | (prop_pre[31] & Cin);
endmodule

===== /design/flow/run.sh =====
#!/bin/bash
# OpenROAD 26Q1-2900-gdf79404cd8, Yosys 0.63+post, stock flow scripts
make -C /OpenROAD-flow-scripts/flow DESIGN_CONFIG=/design/flow/config.mk WORK_HOME=/design/flow/orfs finish

===== /design/flow/config.mk =====
export PLATFORM = sky130hd
export DESIGN_NAME = brent_kung_adder_32
export DESIGN_NICKNAME = brent_kung_adder_32
export VERILOG_FILES = /design/flow/design.v
export SDC_FILE = /design/flow/constraint.sdc
export NUM_CORES = 4
export LEC_CHECK = 1
export CORE_AREA = 10 10 101 101
export DIE_AREA = 0 0 111 111

===== /design/flow/constraint.sdc =====
current_design brent_kung_adder_32

set clk_period 12.0
set clk_io_pct 0.2

create_clock -name clk0 -period $clk_period

set non_clock_inputs [all_inputs -no_clocks]
set_input_delay [expr $clk_period * $clk_io_pct] -clock clk0 $non_clock_inputs
set_output_delay [expr $clk_period * $clk_io_pct] -clock clk0 [all_outputs]

==> flow_summary.ini <==
; implementation run metrics
[timing]
drv_slew = 0
rsz0062_at_grt = false
hold_viol_final = 0
period_used_pct = 65.0
tns_ns = 0
setup_viol = 0
hold_slack_ns = 5.89
period_needed_ns = 7.80
slew_headroom_pct = 70.4
worst_pin_slew_ns = 0.440
fmax_ghz = 0.128

[cts]
hold_buffers = 0
cts_setup_buffers = 0
ctsResizeCount = 0

[synth]
avgSynthCellArea_sq_um = 7.78
ys_cells = 170
synthCells = 170
common_cells = ha_1 (32), nor2_1 (16), a21oi_1 (14), xnor2_1 (14)
aoi_share_pct = 32.6
yosysMostFrequentCell = ha_1
synth_cell_types = 37
top_cells_by_area = ha_1 (30%), xnor2_1 (9.3%), xor2_1 (6.0%)
synth_seq_share_pct = 0
fa_ha_area_share_pct = 31.8
yosysWarnings = 1
synth.top_cell.area_share_pct = 30.3
netlist_area_sq_mm = 0.00132
synth.logic.top_family = AND-OR/OR-AND gates
largest_area_cell = ha_1
mux_share_pct = 0
xor_share_pct = 15.2
yosys_area_sq_mm = 0.00132
yosys.area_share.simple_pct = 18.9

[global_route]
grt_antenna_before_repair = 0
grt.overflow.total = 0
grt_pass1_wl_um = 7850
grt_max_degree = 7
track_usage_pct = 7.23
grt_pass1_vias = 1601

[die]
die_h_um = 111
initCoreUtil_pct = 16.3
die_w_um = 111
die_area_sq_mm = 0.0123
row_count = 33
core_sq_mm = 0.00813
io-pin-count = 98

[drt]
drtIter0Drc = 34
viasPerCell = 4.16
drc = 0
wl_um = 4690
ant_nets = 0
wl_per_cell_um = 12.6
vias = 1551
insertedDiodeCount = 0
firstDrtPassIters = 4

[placed_design]
dp_hpwl_um = 4340
port_buffers = 98
place.gp.congestion = 0.811
dpl_cell_area_sq_mm = 0.00243

[cells_and_area]
nClkBuffers = 0
nFillCells = 862
final_area_sq_mm = 0.00243
ff_count = 0
syn2layout_area_growth_pct = 84.1
register_area_sq_um = 0
drive_above_1_share_pct = 3.36
final_util_pct = 29.9

[setup_path]
required_ns = 9.60
critical_path_class = input port to primary output
cp_max_fo = 4
endpoint_kind = primary output
worst_setup_path_start_kind = input port
crit_arrival_ns = 5.40

[pwr]
p_per_area_mw_per_mm2 = 54.0
power_leakage_nw = 0.998
ir_worst_vdd_v = 0.0000192

[run]
warning_count = 32
maxCapViolations = 0

[hold_path]
hp-class = input port to primary output

[status]
status = completed
worst max-delay path, stage by stage:
cell and delay (ns):
clkdlybuf4s50_1 0.45, ha_1 0.33, a211o_1 0.33, a21oi_2 0.18
nand3b_1 0.25, a21oi_1 0.17, a211o_1 0.37, o21a_1 0.19
nor2_1 0.11, xnor2_1 0.13, clkdlybuf4s50_1 0.49
report_power, final:
group / internal, W / total (W) / leakage [nW] / switching [W]
sequential: 0 / 0 / 0 / 0
combinational: 0.0000869 / 0.000131 / 0.998 / 0.0000445
clock: 0 / 0 / 0 / 0
per-layer routing:
layer | vias to the layer above | GRT usage, % | wire length, um
met5 | - | 0 | 0
met2 | 49 | 11.9 | 2130
met1 | 663 | 9.74 | 2210
met3 | 0 | 1.97 | 350
li1 | 839 | - | -
met4 | 0 | 0 | 0
layout make-up:
| class | instances | area [sq um] | area share, % |
|---|---|---|---|
| inverter | 5 | 18.8 | 0.771 |
| tap | 105 | 131 | 5.40 |
| multi-input combinational | 165 | 1300 | 53.5 |
| timing repair buffer | 98 | 981 | 40.3 |
cells in the final DEF, fill, tap and decap left out, drive strengths merged, types with 3 or more instances in the layout:
cell type	synthesis	final
xnor2	14	14
o21bai	3	3
nand2	9	9
nor3	3	3
ha	32	32
nor2	16	16
inv	5	5
nand2b	3	3
a21o	6	6
o21a	10	10
xor2	9	9
a21oi	18	18
and3	5	5
o21ai	10	10
clkdlybuf4s50	0	98
through the flow:
| step | cells | setup WS, ns | total power (W) |
|---|---|---|---|
| 2_1_floorplan | 170 | 5.37 | 0.0000549 |
| 3_3_place_gp | 373 | 4.17 | 0.000134 |
| 3_5_place_dp | 373 | 4.16 | 0.000134 |
| 4_1_cts | 373 | 4.14 | 0.000135 |
| 5_1_grt | 373 | 3.93 | 0.000147 |
| 6_report | 373 | 4.20 | 0.000131 |
path summary, 6_finish.rpt:
path,slack (ns),cells past startpoint,to,startpoint
worst max-delay path,4.20,11,Sum[23],A[0]
worst min-delay path,5.89,4,Sum[31],B[31]
logic make-up after synthesis:
kind of cell | after synthesis
buffers and inverters | 5
AND-OR/OR-AND | 60
AND/OR/NAND/NOR | 49
adder cells (fa/ha/maj) | 33
XOR/XNOR | 23
Power figures rest on the tool's default switching activity, not on a simulated workload.
