### design/flow/run.sh
#!/bin/bash
# OpenROAD 26Q1-2900-gdf79404cd8, Yosys 0.63+post, stock flow scripts
make -C /OpenROAD-flow-scripts/flow DESIGN_CONFIG=/design/flow/config.mk WORK_HOME=/design/flow/orfs finish
### design/flow/config.mk
export PLATFORM = sky130hd
export DESIGN_NAME = kogge_stone_adder_32
export DESIGN_NICKNAME = kogge_stone_adder_32
export VERILOG_FILES = /design/flow/design.v
export SDC_FILE = /design/flow/constraint.sdc
export NUM_CORES = 4
export LEC_CHECK = 1
export CORE_UTILIZATION = 30
### design/flow/constraint.sdc
current_design kogge_stone_adder_32

set clk_period 9.5
set clk_io_pct 0.2

create_clock -name clk0 -period $clk_period

set non_clock_inputs [all_inputs -no_clocks]
set_input_delay [expr $clk_period * $clk_io_pct] -clock clk0 $non_clock_inputs
set_output_delay [expr $clk_period * $clk_io_pct] -clock clk0 [all_outputs]
### design/flow/design.v
module kogge_stone_adder_32 (
    input  logic [31:0] A,
    input  logic [31:0] B,
    input  logic        Cin,
    output logic [31:0] Sum,
    output logic        Cout
);
    logic [32-1:0] gen [0:5];
    logic [32-1:0] prop [0:5];
    genvar i;
    generate
        for (i = 0; i < 32; i++) begin
            assign gen[0][i] = A[i] & B[i];
            assign prop[0][i] = A[i] ^ B[i];
        end
    endgenerate
    genvar s;
    generate
        for (s = 1; s <= 5; s++) begin : prefix_stages
            localparam int DIST = 1 << (s - 1);
            for (i = 0; i < 32; i++) begin : prefix_bits
                if (i >= DIST) begin
                    assign gen[s][i] = gen[s-1][i] | (prop[s-1][i] & gen[s-1][i-DIST]);
                    assign prop[s][i] = prop[s-1][i] & prop[s-1][i-DIST];
                end else begin
                    assign gen[s][i] = gen[s-1][i];
                    assign prop[s][i] = prop[s-1][i];
                end
            end
        end
    endgenerate
    logic [32:0] C;
    assign C[0] = Cin;
    generate
        for (i = 0; i < 32; i++) begin
            assign C[i+1] = gen[5][i] | (prop[5][i] & Cin);
            assign Sum[i] = prop[0][i] ^ C[i];
        end
    endgenerate
    assign Cout = C[32];
endmodule
==> results.txt <==
yosys + openroad results -> ys cells 263, CP Max Fanout 5, clock buffers 0, Final GP Congestion 0.876, Detail Route Antenna Nets 0, Boundary Pins a little under 100, Synthesis Warnings 3, die height between 70 and 80 um, post-CTS setup buffer count 0, cell count after placement between 400 and 500, antenna cell count 0, Syn Std Cell Area 1780 sq um, Die Area 6240 sq um, vias in the first global route 1974, slew margin rel. 0.582, total global-route track usage 0.178, Layout fillers 582, initial antenna violation count 0, First-pass DRT Iterations 4, distinct lib cells 45, final hold vios 0, port bufs between 90 and 100, GRT Residual Overflow 0, Post-DP Area roughly 2800 sq um, Min-Delay Path Class primary input to output port, Post-synth seq share 0, Top cell excl fill/tap clkdlybuf4s50_1, Fmax around 150 MHz, critical path endpoint category output port, # setup viols final 0, Pleak roughly 1.1 nW, starting DRC count in detailed routing between 80 and 90, power per cell area 73.4 nW/um^2, final instance area 2830 sq um, die width 79.0 um, via count 2244, worst hold margin around 4900 ps, CP Class primary input to output port, Top Layout Cells clkdlybuf4s50_1 (98), a21oi_1 (39), ha_1 (32), nand2_1 (27), nor2_1 (22), Core Footprint 5610 sq um, yosys stat area about 1800 sq um, tool warnings 32, Mapped Cells 263, vias per cell 5.24, post-layout period usage 0.701, Layout Utilization 0.505, pin count of the biggest net entering global routing 14, WP data required 7600 ps, Post-Route WL around 5600 um, Post-Syn Area per Cell 6.76 sq um, hpwl dp 4800 um, fin crit period 6660 ps, first-pass GRT wire length 9140 um, WP data arrival 4760 ps, FF/Latch Area 0 sq um, RSZ-0062 raised after global routing no, maximum vdd drop ~0.031 mV, Tightest Pin Transition 626 ps, Core Util at FP 0.317, fraction of layout cells with a size suffix above 1 0.0197, synth-to-layout area growth 59.2%, Max-Cap Viols 0, Critical Path Start Type primary input, fin cells approximately 430, CTS Hold Bufs 0, flip-flops 0, DRC viols 0, multi-input logic area 1720 sq um, average wire per standard cell 13.0 um, Final Slew Violations 0, Setup TNS 0 ps, # rows 27, outcome finished, final reports clean, cts repair resizes 0
==> synth_stat cells (3+ instances only) <==
master	count	share of area
a21oi_1	39	0.11
nor3_1	4	0.011
xnor2_1	16	0.079
o21ai_0	17	0.048
nand2_1	27	0.057
a211oi_1	6	0.025
inv_1	10	0.021
and3_1	3	0.011
nor3b_1	3	0.013
nand4_1	5	0.018
a21o_1	9	0.038
o21ai_1	6	0.017
o31ai_1	3	0.013
o211ai_1	3	0.013
nand3_1	8	0.023
xor2_1	10	0.049
ha_1	32	0.23
nor2_1	22	0.046
a31oi_1	4	0.014
clkbuf_1	5	0.011
o21bai_1	3	0.013
==> cells by family (layout without fill, tap and decap cells) <==
kind of cell | after synthesis | in the layout | share of synthesized area
simple gates | 83 | 83 | 0.224
compound gates | 105 | 105 | 0.378
xor+xnor | 26 | 26 | 0.128
fa+ha+maj | 33 | 33 | 0.236
buf+inv | 16 | 109 | 0.0338
==> layer usage <==
metal | up-vias | part of all wire | global-route usage
li1 | 1182 | - | -
met1 | 996 | 0.53 | 0.291
met2 | 64 | 0.42 | 0.274
met3 | 2 | 0.053 | 0.00467
met4 | 0 | 0.00072 | 0
met5 | - | 0 | 0
==> metrics by stage <==
step	setup WS [ps]	power [mW]
floorplan	3970	0.100
global placement	2850	0.208
detailed placement	2860	0.207
CTS	2840	0.209
global route	2680	0.231
finish	2840	0.208
==> where the power goes <==
part | internal, mW | total (mW) | switching [mW] | leakage, nW
logic | 0.123 | 0.208 | 0.0848 | 1.15
registers | 0 | 0 | 0 | 0
clock network | 0 | 0 | 0 | 0
total | 0.123 | 0.208 | 0.0848 | 1.15
==> critical path: stages <==
cell and delay, ps:
clkdlybuf4s50_1 430, ha_1 310, a211oi_1 330, o21ai_1 120
nor3b_1 200, a31o_2 260, o31ai_1 440, o21ai_1 150
xor2_1 140, clkdlybuf4s50_1 470
==> layout make-up <==
class              instances  area share
well taps                 72      0.0318
inverters                 11      0.0146
repair buffers            98       0.347
multi-input cells        247       0.607
==> worst paths after layout <==
check  slack (ps)  cells past startpoint  start       to
min          4880                      5   B[0]   Sum[0]
max          2840                     10   A[0]  Sum[29]
No activity file was given, so power comes from the tool's default toggle rates.
